### ./run.sh
#!/bin/bash
# OpenROAD 26Q1-2900-gdf79404cd8, Yosys 0.63+post, stock flow scripts
make -C /OpenROAD-flow-scripts/flow DESIGN_CONFIG=/design/flow/config.mk WORK_HOME=/design/flow/orfs finish
### ./config.mk
export PLATFORM = sky130hd
export DESIGN_NAME = wsPE
export DESIGN_NICKNAME = wsPE
export VERILOG_FILES = /design/flow/design.v
export SDC_FILE = /design/flow/constraint.sdc
export NUM_CORES = 4
export LEC_CHECK = 1
export CORE_UTILIZATION = 30
### ./constraint.sdc
current_design wsPE

set clk_period 10.3
set clk_io_pct 0.2

create_clock -name clk0 -period $clk_period [get_ports {clock}]

set non_clock_inputs [all_inputs -no_clocks]
set_input_delay [expr $clk_period * $clk_io_pct] -clock clk0 $non_clock_inputs
set_output_delay [expr $clk_period * $clk_io_pct] -clock clk0 [all_outputs]
### ./design.v
module wsPE(
  input         clock,
  input         reset,
  input         io_i_loading,
  input  [7:0]  io_i_feature,
  input  [7:0]  io_i_weight,
  input  [15:0] io_i_sum,
  output [7:0]  io_o_feature,
  output [7:0]  io_o_weight,
  output [15:0] io_o_sum
);
  reg [7:0] r_weight;  
  reg [7:0] r_feature;  
  reg [15:0] r_mac;  
  wire [15:0] _r_mac_T = $signed(io_i_feature) * $signed(r_weight);  
  assign io_o_feature = r_feature;  
  assign io_o_weight = r_weight;  
  assign io_o_sum = r_mac;  
  always @(posedge clock) begin
    if (io_i_loading) begin  
      r_weight <= io_i_weight;  
    end
    r_feature <= io_i_feature;  
    r_mac <= $signed(_r_mac_T) + $signed(io_i_sum);  
  end
endmodule
==> results.txt <==
yosys + openroad results -> status=complete, no violations, DPL Wire Length=5560 um, P_leak=roughly 2.2 nW, Final setup violation count=0, crit start category=primary input, minimum clock period after layout=~7000 ps, Clock power frac=0.105, row count=39, CP Max Fanout=9, DRC=0, Hold Path Class=flop to flop, Most common cell on crit path=fa_1, total congestion overflow=0, Max VDD drop=slightly below 0.2 mV, CP Capture Type=flop, CP top delay family=adder cells, stage-log warning count=27, vias in the first global route=2,446, yosys stat chip area=3640 um^2, sequential fraction of design power=0.139, Post-synth EDFFs=8, CTS Buffer Depth=2, flop2flop setup slack=5120 ps, antenna-violating nets left=0, Die Span Y=roughly 110 um, max cap viols=0, FMAX=0.143 GHz, Pwr Density=slightly above 300 nW/um^2, CP peak stage delay=about 630 ps, Pre-antenna DRT Iters=15, num ports=approximately 67, Fillers=1,138, Vias/cell=~4.4, CORE AREA=approximately 12,000 um^2, WP data arrival=around 7200 ps, CP Cell Sequence=clkdlybuf4s50_1 > and2_1 > inv_1 > fa_1 > inv_1 > fa_1 > fa_1 > fa_1 > fa_1 > ha_1 > o21ai_0 > o21bai_1 > o211ai_1 > a31oi_1 > xnor2_1, final RePlAce weighted congestion=~0.8, ys async rst share=0, Worst Skew=about 9.4 ps, Routed WL=around 6800 um, Warnings, synthesis=1, Final TNS setup=0 ps, # clock sinks=32, layout cells sized above 1=0.0296, first-pass GRT wire length=roughly 12,000 um, cell internal pwr=around 0.81 mW, relative slew slack=0.614, gr usage total=0.120, CTS Hold Bufs=0, Commonest flop=dfxtp_1, slowest cell on the critical path=clkdlybuf4s50_1, die area=~13,000 um^2, Top cells by area=fa_1 (39%), dfxtp_1 (13%), ha_1 (13%), CP Class=primary input to flop, CTS resizes=0, Post-Synthesis Cell Area=between 3000 and 4000 um^2, sequential fraction of the synthesis area=0.198, n_diodes=0, Req. time, crit path=roughly 10,000 ps, most numerous cell in the Yosys netlist=inv_1, Buffers on Ports=~65, Dominant cell area share=0.390, synthesis-to-finish area growth=26.7%, Sw Pwr=0.598 mW, Cells after Synth=333, 1st-iter DRT viols=between 80 and 90, unrepaired setup endpoints after global routing=false, die x size=about 110 um, switching part of the total=0.426, hold_ws=between 800 and 900 ps, via count=2,431, final period utilization=0.681, pin count of the biggest net entering global routing=12, synth unique cells=31, combinational share of power=0.755, DR WL/cell=about 12 um, root buffer cell=clkbuf_16, # Cells Yosys=333, clock latency (worst-skew pair)=roughly 290 ps, buffers plus inverters on the worst setup path=3, Final Max-Slew Violation Tally=0, H-tree depth=2, Tightest Pin Transition=579 ps, fp util=0.314, number of post-CTS setup repair buffers=0, Post-Syn Area per Cell=roughly 11 um^2, Synth top cells by count=inv_1 (72), fa_1 (71), ha_1 (37), CTS tree=yes, Reg clk slew, reported paths=around 60 ps, initial antenna violation count=0, Yosys top cell by area=fa_1, number of synthesized register bits=32, Num CTS Buffers=5, Final Hold Fails=0
## cells in the final DEF, fill, tap and decap left out, types with 3 or more instances in the layout
cell,netlist,layout
inv_1,72,72
fa_1,71,71
clkdlybuf4s50_1,0,65
ha_1,37,37
and2_1,33,33
nand2_1,26,26
dfxtp_1,24,24
xnor2_1,18,18
edfxtp_1,8,8
nor2b_1,6,6
a21oi_1,6,6
o21ai_0,5,5
clkbuf_16,0,5
nor2_1,3,3
## tightest hold or removal path: stages (launching register included)
cell      delay [ps]
edfxtp_1         560
and2_1           190
ha_1             110
## state kept, by name (all words and copies together), names as in the netlist
register,flops
r_feature,8
r_mac,16
r_weight,8
## power by group through the flow
stage                 Sequential [mW]  Clock, mW  Combinational, mW
after CTS                       0.197      0.154               1.08
after global routing            0.200      0.158               1.23
final                           0.196      0.148               1.06
## metal layers
| layer | track usage | vias up | part of all wire |
|---|---|---|---|
| li1 | - | 1163 | - |
| met1 | 0.180 | 1195 | 0.44 |
| met2 | 0.187 | 66 | 0.48 |
| met3 | 0.0358 | 7 | 0.065 |
| met4 | 0.0116 | 0 | 0.011 |
| met5 | 0 | - | 0 |
## path summary, 6_finish.rpt
kind,start,end,depth (start not counted)
max,io_i_feature[7],r_mac[15],15
min,r_weight[0],r_mac[0],2
max reg2reg,r_weight[0],r_mac[15],14
min reg2reg,r_weight[0],r_mac[0],2
## logic make-up (layout without fill, tap and decap cells)
kind of cell,Yosys count,count (layout),synth area share
buffers and inverters,72,145,0.0742
and+or+nand+nor,76,76,0.114
muxes,1,1,0.00309
xor gates and xnor gates,20,20,0.0481
DFF,32,32,0.198
AOI/OAI and AO/OA,24,24,0.0460
adders and majority gates,108,108,0.517
## layout make-up
class                      count  area (um^2)  share of cell area
multi-input combinational    229         2650               0.575
sequential                    32          721               0.156
timing repair buffer          65          651               0.141
inverter                      72          270              0.0585
tap                          143          179              0.0387
clock buffer                   5          125              0.0271
clock inverter                 3         18.8             0.00406
## per-stage QoR
stage               cells  power [mW]   util  setup WS, ps  area [um^2]
floorplan             333        1.02      -          4090         3640
global placement      541        1.26  0.385          2970         4470
detailed placement    541        1.26  0.385          2970         4470
CTS                   549        1.43  0.398          3240         4620
global route          549        1.59  0.398          2920         4620
finish                549        1.40  0.398          3290         4620
Power is estimated from default activity; no workload was simulated.

**/design/flow/design.v**
```verilog
module osPE(
  input         clock,
  input         reset,
  input  [7:0]  io_i_feature,
  input  [7:0]  io_i_weight,
  output [7:0]  io_o_feature,
  output [7:0]  io_o_weight,
  output [15:0] io_o_sum
);
  reg [7:0] r_feature;  
  reg [7:0] r_weight;  
  reg [15:0] r_mac;  
  wire [15:0] _r_mac_T = $signed(io_i_feature) * $signed(io_i_weight);  
  assign io_o_feature = r_feature;  
  assign io_o_weight = r_weight;  
  assign io_o_sum = r_mac;  
  always @(posedge clock) begin
    r_feature <= io_i_feature;  
    r_weight <= io_i_weight;  
    r_mac <= $signed(r_mac) + $signed(_r_mac_T);  
  end
endmodule
```
**/design/flow/run.sh**
```bash
#!/bin/bash
# OpenROAD 26Q1-2900-gdf79404cd8, Yosys 0.63+post, stock flow scripts
make -C /OpenROAD-flow-scripts/flow DESIGN_CONFIG=/design/flow/config.mk WORK_HOME=/design/flow/orfs finish
```
**/design/flow/config.mk**
```make
export PLATFORM = sky130hd
export DESIGN_NAME = osPE
export DESIGN_NICKNAME = osPE
export VERILOG_FILES = /design/flow/design.v
export SDC_FILE = /design/flow/constraint.sdc
export NUM_CORES = 4
export LEC_CHECK = 1
export CORE_UTILIZATION = 30
```
**/design/flow/constraint.sdc**
```tcl
current_design osPE

set clk_period 6.2
set clk_io_pct 0.2

create_clock -name clk0 -period $clk_period [get_ports {clock}]

set non_clock_inputs [all_inputs -no_clocks]
set_input_delay [expr $clk_period * $clk_io_pct] -clock clk0 $non_clock_inputs
set_output_delay [expr $clk_period * $clk_io_pct] -clock clk0 [all_outputs]
```
==> impl_metrics.toml <==
# physical design summary
[placed_design]
hpwlAfterDp_mm = 5.91
place.gp.congestion = 0.826
pre_cts_ws_ns = 0.152
port_buffers = 48

[yosys]
synthMuxAreaShare_pct = 0
syn_area_um2 = 3550
syn_area_per_cell_um2 = 10.6
ys_sh_adder_pct = 53.1
seq_area_frac_synth_pct = 18.0
ys_area_um2 = 3550
postSynthCellCount = 334
xor_area_share_pct = 4.93
synth_stat.cells = 334
ys.flops = 32
yosysWarningCount = 1
compound_area_share_pct = 4.93
logic_family = "adder cells"
ys_types = 30
simple_gate_share_pct = 11.3

[final_timing]
finalClockPeriodUsage_pct = 92.5
hold_viol = 0
fmax_ghz = 0.174
finClkSkew_ns = 0.00455
final_max_slew_viol_count = 0
setup_viol = 0
setup_tns_ns = 0
fin_crit_ns = 5.73
setup_ws_ns = 0.466
max-slew-margin-rel_pct = 72.5
worst_slew_pin_slew_ns = 0.413
rsz0062_at_grt = "no"

[floorplanning]
die_x_um = 111
floorplan.rows = 39
boundaryPins = 50
fp.coreArea_um2 = 11500
initCoreUtil_pct = 31.0
dieHeight_um = 111
dieArea_um2 = 12300

[clock_network]
cts_sinks = 32
post-cts-setup-buffer-count = 0
clk_pin_slew_worst_paths_ns = 0.06
insertion_delay_ns = 0.28
cts_root_buf = "clkbuf_16"
numCtsBuffers = 5
cts_tree = "done"
clock_path_buffers = 2
htreeDepth = 2
cts-hold-fix-buffers = 0
post_cts_resized = 0

[critical_path]
criticalPathCategory = "primary input to register"
start_kind = "primary input"
rr_worst_depth = 15
required_ns = 6.36
path_max_fanout = 7
cp-end-kind = "register"
crit_start = "io_i_weight[0]"
r2r-start = "r_mac[6]"
endpoint = "r_mac[15]"
cp.arrival_ns = 5.90
rr_endpoint = "r_mac[15]"
r2r_setup_slack_ns = 1.90

[min_path]
hold_path_class = "register to register"

[layout]
layout-drive-gt1-share_pct = 6.42
syn2layout_area_growth_pct = 26.5
mi_logic_area_um2 = 2640
num-fill-cells = 1057
mostFrequentLayoutCells = "inv_1 (71), fa_1 (71), clkdlybuf4s50_1 (48)"
seqCellArea_um2 = 641

[grt]
grt_pass1_wl_mm = 12.7
grt_usage_pct = 13.0
antenna_found_initial = 0
grt_pass1_vias = 2652
overflow = 0
grt_max_degree = 11

[detailed_routing]
wl_per_cell_um = 12.4
drt_iter0_drc = 64
firstDrtPassIters = 4
vias = 2389
n_antenna_cell = 0
vias_per_cell = 4.36
ant_nets = 0
drt_wl_total_mm = 6.81
drc = 0

[run_status]
status = "finished clean"

[job]
drv_cap = 0
warning_count = 27
## synthesized netlist by cell type
cell type	count	area [µm²]
nor2_1	9	33.8
o21ai_0	5	25.0
xor2_1	2	17.5
a2111oi_0	1	8.76
inv_1	71	267
nor4_4	1	21.3
or3_1	1	6.26
fa_1	71	1420
nand2_1	26	97.6
dfxtp_1	32	641
and2_1	33	206
nor3_1	1	5.00
clkbuf_1	1	3.75
ha_1	37	463
a21oi_1	6	30.0
a21oi_4	1	16.3
a31oi_1	1	6.26
a211oi_1	1	7.51
clkinv_1	1	3.75
o211ai_1	2	15.0
and3_1	1	6.26
o21ai_2	1	8.76
a2111o_1	1	11.3
a21o_1	2	15.0
nand3_1	1	5.00
nand2b_1	1	6.26
o21bai_1	3	22.5
nor4_1	2	12.5
a211o_1	1	8.76
xnor2_1	18	158
## layer usage
layer / vias to the layer above / track usage [%] / routed length, µm
met5: - / 0 / 0
li1: 1158 / - / -
met3: 6 / 3.07 / 309
met4: 0 / 1.07 / 84
met2: 63 / 20.5 / 3160
met1: 1162 / 19.8 / 3250
## worst min path at each step
stage / slack, ns / endpoint / startpoint / cells after the start
CTS: 0.48 / r_mac[0] / r_mac[0] / 1
global route: 0.51 / r_mac[0] / r_mac[0] / 1
finish: 0.48 / r_mac[0] / r_mac[0] / 1
## layout make-up
cell class                 instances  area share, %
multi-input combinational        229           58.7
timing repair buffer              64           13.4
tap                              143           3.99
inverter                          72           6.02
clock inverter                     2          0.780
sequential                        32           14.3
clock buffer                       6           2.87
## state kept, by name (all words and copies together), names as in the netlist
name,cells
r_feature,8
r_mac,16
r_weight,8
## metrics by stage
stage | cell area, µm² | utilization, % | std cells | hold slack, ns
after floorplan | 3550 | - | 334 | 0.432
after global placement | 4330 | 37.7 | 540 | 0.463
after detailed placement | 4330 | 37.7 | 540 | 0.467
after CTS | 4490 | 39.1 | 548 | 0.480
after global routing | 4490 | 39.1 | 548 | 0.513
final | 4490 | 39.1 | 548 | 0.477
## cell families (layout without fill, tap and decap cells)
group / after synthesis / in the layout
flops: 32 / 32
compound gates: 25 / 25
buf+inv: 73 / 144
xor+xnor: 20 / 20
simple gates: 76 / 76
fa+ha+maj: 108 / 108
## critical path, cell delays in order
cell	delay (ns)
clkdlybuf4s50_1	0.64
and2_1	0.21
inv_1	0.06
fa_1	0.48
inv_1	0.05
fa_1	0.48
fa_1	0.54
fa_1	0.59
fa_1	0.43
ha_1	0.30
o21ai_0	0.07
o21bai_1	0.26
o211ai_1	0.18
a31oi_1	0.25
xnor2_1	0.11
